## /design/flow/design.v

```verilog
`default_nettype none
module uart_copi_if(
    input CLK,
    input RESET,
    input[7:0] INPUT_DATA_REG,
    input START_SEND_DATA,
    output SER_DATA,
    output[1:0] STATE
);
wire[1:0] state;  
wire done_ser_data;
wire ir_ser_data;
uart_copi_state_machine st(CLK, RESET, START_SEND_DATA, done_ser_data, state);
uart_copi_serializer ser(CLK, state, INPUT_DATA_REG, done_ser_data, SER_DATA);
assign STATE = state;
endmodule
module uart_copi_state_machine(
    input CLK,
    input RESET,
    input START_SEND_DATA,
    input DONE_SER_DATA,
    output[1:0] oSTATE
);
parameter RESET_STBY = 2'b00;
parameter READY = 2'b10;
parameter RUN = 2'b01;
parameter DONE = 2'b11;
reg[1:0] state;  
reg[1:0] delay_cnt;
always @(negedge CLK)begin
    if(!RESET) begin
        state <= RESET_STBY;
        delay_cnt <= 2'h2;
    end else begin
        if (delay_cnt == 0) begin
            if(DONE_SER_DATA) begin
                state <= DONE;
                delay_cnt <= 2'h2;
            end else if (state == READY) begin
                state <= RUN;
            end else if (state == RUN) begin
            end else if (START_SEND_DATA) begin
                state <= READY;
            end
        end else begin
            delay_cnt <= delay_cnt - 2'h1;
        end
    end
end
assign oSTATE = state;
endmodule
module uart_copi_serializer(
    input CLK,
    input[1:0] STATE,
    input[7:0] INPUT_DATA_REG,
    output DONE_SER_DATA,
    output SER_DATA
);
reg[4:0] data_cnt;
reg[9:0] serial_data;
reg serial_buffer;
reg done_ser_data;
parameter RESET_STBY = 2'b00;
parameter READY = 2'b10;
parameter RUN = 2'b01;
parameter DONE = 2'b11;
always @(posedge CLK) begin
    if(STATE == RESET_STBY) begin
        data_cnt <= 5'd0;
        serial_data <= 0;
        done_ser_data <= 0;
        serial_buffer <= 1;
    end else if(STATE == RUN) begin
        if(data_cnt >= 5'd1) begin
            serial_buffer <= serial_data[0];
            serial_data <= serial_data >> 1;
            data_cnt <= data_cnt - 5'd1;
        end else begin
            done_ser_data <= 1;
        end
    end else if (STATE == READY) begin
        data_cnt <= 5'd10;
        done_ser_data <= 0;
        serial_data <= {1'b1, INPUT_DATA_REG, 1'b0};  
    end else begin
        done_ser_data <= 0;
        serial_buffer <= 1;
    end
end
assign SER_DATA = serial_buffer;
assign DONE_SER_DATA = done_ser_data;
endmodule
`default_nettype wire
```

## /design/flow/run.sh

```bash
#!/bin/bash
# OpenROAD 26Q1-2900-gdf79404cd8, Yosys 0.63+post, stock flow scripts
make -C /OpenROAD-flow-scripts/flow DESIGN_CONFIG=/design/flow/config.mk WORK_HOME=/design/flow/orfs finish
```

## /design/flow/config.mk

```make
export PLATFORM = sky130hd
export DESIGN_NAME = uart_copi_if
export DESIGN_NICKNAME = uart_copi_if
export VERILOG_FILES = /design/flow/design.v
export SDC_FILE = /design/flow/constraint.sdc
export NUM_CORES = 4
export LEC_CHECK = 1
export CORE_AREA = 10 10 82 82
export DIE_AREA = 0 0 92 92
```

## /design/flow/constraint.sdc

```tcl
current_design uart_copi_if

set clk_period 4.1
set clk_io_pct 0.2

create_clock -name clk0 -period $clk_period [get_ports {CLK}]

set non_clock_inputs [all_inputs -no_clocks]
set_input_delay [expr $clk_period * $clk_io_pct] -clock clk0 $non_clock_inputs
set_output_delay [expr $clk_period * $clk_io_pct] -clock clk0 [all_outputs]
```

==> CHANGELOG.md <==
## Flow update

- Critical Path Start Type: flip-flop
- Number of H-tree levels: 1
- Logic area: 602 µm²
- Sw frac: 32.9%
- Lkg Pwr: 0.485 nW
- Clock buffer count from CTS: 3
- Clk_skew: 70.5 ps
- Worst setup EP type: output pin
- N_diodes: 0
- Pin count of the biggest net entering global routing: 25
- Routed Antenna Nets: 0
- Setup repair bufs after CTS: 0
- Top Ports: 14
- Worst path cell trace: clkdlybuf4s50_1
- Via density: 4.35
- Reg2Reg Setup Slack: 690 ps
- Ratio of cells with drive above 1 in the final layout: 9.52%
- Slew HR: 41.4%
- Die ar.: 0.00846 mm²
- Fin Setup TNS: 0 ps
- Hold Path Class: reg -> reg
- CTS resizes: 0
- Worst slew pin tran: 871 ps
- Critical path's top delay family: buffers and inverters
- Combinational share of power: 31.7%
- Most common logic cells in the final layout: dfxtp_1, o211ai_1, inv_1, nand2_1, clkdlybuf4s50_1
- Area Overhead vs Synth: 24.9%
- Crit path max-delay cell type: clkdlybuf4s50_1
- Register area: 420 µm²
- Core Util at FP: 21.8%
- Total wire length: 2.39 mm
- Critical R2R Launch: st.state[0]$_SDFFE_NN0P_
- Post-Syn Area: 0.00111 mm²
- Post-synth seq share: 38.0%
- FF-to-FF End: ser.serial_data[9]$_SDFFE_PN0P_
- Seq pwr share: 41.1%
- Clock slew at reported path FFs: 80 ps
- Post-place setup slack: 256 ps
- Ys flops: 21
- Critical path type: reg -> out
- Fillers: 580
- Worst endpoint required time: 3280 ps
- Total number of vias: 945
- Cell Rows: 26
- Placed Area: 0.00132 mm²
- Worst-path maximum fanout: 2
- # Cells Yosys: 132
- CTS sink count: 21
- Design area: 0.00138 mm²
- Synth Area per Inst: 8.38 µm²
- HP Start: ser.serial_data[0]$_SDFFE_PN0P_
- Commonest Layout Cell: dfxtp_1
- Unique cell types: 32
- Vias in the first global route: 958
- # Max-Cap Violations: 0
- Status: completed
- Initial antenna violation count: 0
- Max Root-Sink Buffers: 2
- Yosys chip area: 0.00111 mm²
- Final core utilization: 27.2%
- Setup slack after layout: 113 ps
- Worst R2R Path Depth: 4
- Syn. warnings: 2
- I/O Buffers: 13
- Pwr dens: 444 mW/mm²
- P_sw: 0.202 mW
- CTS tree: yes
- Routed length per placed instance: 11.0 µm
- Tool Warnings: 31
- First-pass GRT wire length: 4.35 mm
- RSZ-0062 raised after global routing: false
- Final HPWL DP: 1.68 mm
- Internal Pwr Total: 0.411 mW
- Grt total ovfl: 0
- Post-cts hold-fix buffer tally: 0
- Buf/Inv on CP: 1
- Number of DRC markers in iteration 0: 57
- Maximum vdd ir drop: 0.221 mV
- Slew Limit Fails: 0
- Clk latency of the worst-skew pair: 330 ps
- Height of the die: 92 µm
- Die span in x: 92 µm
- Mapped Cells: 132
- Worst hold stages: 2
- Setup violations, final: 0
- Worst path max stage delay: 480 ps
- Core area: 0.00507 mm²
- Worst Path Arrival: 3170 ps
- Final Hold Fails: 0
- Pre-antenna DRT Iters: 2
- Hold endpoint: ser.serial_data[0]$_SDFFE_PN0P_
- GR Util All Layers: 5.97%
- DR DRC count: 0
- RePlAce Congestion: 0.774
- Clock share of power: 27.2%
- Clock root buffer: clkbuf_8
- Final Power: 0.613 mW
==> layout make-up <==
type | instances | share of cell area (%)
clock buffer | 4 | 3.99
clock inverter | 4 | 1.09
inverter | 9 | 2.45
multi-input combinational | 91 | 43.6
sequential | 21 | 30.4
tap | 70 | 6.34
timing repair buffer | 18 | 12.1
==> power by group through the flow <==
stage     clock network (mW)  registers (mW)  logic, mW
4_1_cts                0.172           0.252      0.196
5_1_grt                0.183           0.257      0.221
6_report               0.167           0.252      0.194
==> per-layer routing <==
layer / GRT usage (%) / routed length [µm] / vias to the layer above
met2: 9.24 / 985 / 14
met3: 1.65 / 93 / 2
met1: 8.32 / 1290 / 418
met4: 0.900 / 25 / 0
li1: - / - / 511
met5: 0 / 0 / -
==> cell families (layout without fill, tap and decap cells) <==
kind of cell / after synthesis / count (layout) / share of synthesized area [%]
flops: 21 / 21 / 38.0
simple gates: 37 / 37 / 18.2
buf+inv: 20 / 35 / 7.58
fa+ha+maj: 4 / 4 / 4.53
mux: 3 / 3 / 2.83
compound gates: 47 / 47 / 28.8
==> per-stage QoR <==
stage,hold WS [ps],instances
final,462,217
after global routing,502,217
after CTS,469,217
after detailed placement,458,210
after global placement,449,210
after floorplan,423,132
==> registers in the layout (all words and copies together), names as in the netlist <==
| register | count |
|---|---|
| ser.serial_data | 10 |
| ser.data_cnt | 5 |
| ser.done_ser_data | 1 |
| ser.serial_buffer | 1 |
| st.delay_cnt | 2 |
| st.state | 2 |
==> worst max path at each step <==
stage                                     from  endpoint  slack, ps  cells past startpoint
after CTS             st.state[1]$_SDFFE_NN0P_  STATE[1]         80                      1
after global routing  st.state[1]$_SDFFE_NN0P_  STATE[1]         60                      1
final                 st.state[1]$_SDFFE_NN0P_  STATE[1]        110                      1
==> Yosys cell counts <==
library cell | number | area share [%]
a2111o_1 | 1 | 1.0
a21boi_0 | 2 | 1.4
a21o_1 | 1 | 0.68
a21oi_1 | 4 | 1.8
a31oi_1 | 8 | 4.5
and2_1 | 8 | 4.5
buf_2 | 1 | 0.45
buf_6 | 1 | 1.0
clkbuf_1 | 8 | 2.7
dfxtp_1 | 21 | 38
ha_1 | 4 | 4.5
inv_1 | 10 | 3.4
mux2_2 | 1 | 1.0
mux2i_1 | 2 | 1.8
nand2_1 | 13 | 4.4
nand2b_1 | 1 | 0.57
nand4_1 | 2 | 1.1
nor2_1 | 4 | 1.4
nor2b_1 | 3 | 1.7
nor3_2 | 1 | 0.91
nor3b_1 | 1 | 0.68
nor4_1 | 1 | 0.57
nor4b_1 | 1 | 0.79
o211ai_1 | 16 | 11
o21a_1 | 1 | 0.68
o21ai_0 | 10 | 4.5
o22a_2 | 1 | 0.91
o311ai_0 | 1 | 0.79
o32a_1 | 1 | 0.91
o41ai_1 | 1 | 0.79
or2_2 | 1 | 0.57
or4_4 | 1 | 1.0
Power is estimated from default activity; no workload was simulated.
